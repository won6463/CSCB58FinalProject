**design.v**
```verilog
module KeyBoardHero
	(
		CLOCK_50,						 
        KEY,
        SW,
		VGA_CLK,   						 
		VGA_HS,							 
		VGA_VS,							 
		VGA_BLANK_N,						 
		VGA_SYNC_N,						 
		VGA_R,   						 
		VGA_G,	 						 
		VGA_B,   						 
		HEX0, 
		HEX1,
		HEX2,
		HEX3
	);
	input			CLOCK_50;				 
	input   [9:0]   SW;
	input   [3:0]   KEY;
	output			VGA_CLK;   				 
	output			VGA_HS;					 
	output			VGA_VS;					 
	output			VGA_BLANK_N;				 
	output			VGA_SYNC_N;				 
	output	[9:0]	VGA_R;   				 
	output	[9:0]	VGA_G;	 				 
	output	[9:0]	VGA_B;   				 
	output [6:0] HEX0, HEX1, HEX2, HEX3;
	wire increment_counter;
	wire resetn;
	assign resetn = KEY[0];
	wire [2:0] colour;
	wire [7:0] x;
	wire [6:0] y;
	wire writeEn;
	vga_adapter VGA(
			.resetn(resetn),
			.clock(CLOCK_50),
			.colour(colour),
			.x(x),
			.y(y),
			.plot(1'b1),
			.VGA_R(VGA_R),
			.VGA_G(VGA_G),
			.VGA_B(VGA_B),
			.VGA_HS(VGA_HS),
			.VGA_VS(VGA_VS),
			.VGA_BLANK(VGA_BLANK_N),
			.VGA_SYNC(VGA_SYNC_N),
			.VGA_CLK(VGA_CLK));
		defparam VGA.RESOLUTION = "160x120";
		defparam VGA.MONOCHROME = "FALSE";
		defparam VGA.BITS_PER_COLOUR_CHANNEL = 1;
		defparam VGA.BACKGROUND_IMAGE = "backimg.mif";
	wire [6:0] datain;
	wire load_x, load_y, load_r, load_c, ld_alu_out;
	wire go, loadEn;
	wire left, right, middle;
	assign left = KEY[3];
	assign middle = KEY[2];
	assign right = KEY[1];
	datapath d1(draw_clock, resetn, middle, left, right, x, y, colour, data_result, combo_result);
	rate_divider drawing_clock(CLOCK_50, 28'b0000000000000000000000000011, draw_clock, 1'b1);
	wire [7:0] data_result;
	wire [7:0] combo_result;
	hex_decoder H0(
        .hex_digit(data_result[3:0]), 
        .segments(HEX0)
        );
    hex_decoder H1(
        .hex_digit(data_result[7:4]), 
        .segments(HEX1)
        );
	hex_decoder H2(
        .hex_digit(combo_result[3:0]), 
        .segments(HEX2)
        );
    hex_decoder H3(
        .hex_digit(combo_result[7:4]), 
        .segments(HEX3)
        );
endmodule
module counter_5bit(Q_OUT, EN, CLK, CLR);
	output reg [4:0] Q_OUT;
	input CLK, CLR, EN;
	always @(posedge CLK)
	begin
		if (EN == 1'b1 | CLR == 1'b1)
		begin
			if (CLR == 1'b1 | Q_OUT == 5'b11111)
				Q_OUT[4:0] <= 0;
			else if (CLK == 1'b1)
			   Q_OUT[4:0] <= Q_OUT[4:0] + 5'b00001;
		end
	end
endmodule
module datapath(
    input clk,
	 input resetn,
	 input middle, 
	 input left,
	 input right,
    output reg [7:0] x,
	 output reg [6:0] y,
	 output reg [2:0] colour,
	 output reg [7:0] data_result,
	 output reg [7:0] combo_result
    ); 	
	reg [4:0] bool;
   reg [7:0] x_pos;
	reg [6:0] y_pos;
	reg [27:0] counter;
	reg [27:0] counter2;
   reg [7:0] x_alu;
	reg [6:0] y_alu;
	reg[4:0] count;
	reg[4:0] clear;
	reg[4:0] draw;
	reg [7:0] x_2;
	reg [6:0] y_2;
	reg [7:0] x_3;
	reg [6:0] y_3;
	reg [7:0] x_4;
	reg [6:0] y_4;
	always@(posedge clk) begin
	    if(!resetn) begin
			  bool <= 4'd0;
			  data_result <= 0;
			  combo_result <= 0;
       end
		 else if (counter == 28'd50000) begin 
			  if (bool == 4'd0) begin 
					if(count == 4'd2) begin
						if (~left) begin
							x_pos <= 60;
							if(x_pos <= x_2 && y_pos <= y_2) begin
								data_result <= data_result + 1;
								combo_result <= combo_result + 1;
							end
							else begin
								combo_result <= 0;
							end
						end 
						if(~right) begin
							x_pos <= 80;
								if(x_pos <= x_3 && y_pos <= y_3) begin
									data_result <= data_result + 1;
									combo_result <= combo_result + 1;
								end
								else begin
									combo_result <= 0;
								end
						end
						if(~middle) begin
							x_pos <= 70;
								if(x_pos <= x_4 && y_pos <= y_4) begin
									data_result <= data_result + 1;
									combo_result <= combo_result + 1;
								end
								else begin
									combo_result <= 0;
								end
						end
						count <= 4'd0;
					end
					y_pos <= 100;
					bool <= 1;
			  end
			  else if(bool == 4'b1) begin
					y <= y_pos;
					x <= x_pos;
					colour <= 3'b111;
					bool <= 3;
					clear <=1;
			  end
			  else if (bool == 4'd4) begin
					bool <= 5;
			  end
			  else if(bool == 4'd10) begin
					bool <= 2;
			  end
			  else if(bool == 4'd9) begin
					if(y_2 == 120) begin
						x_2 <= 60;
						y_2 <= 0;
					end
					else if(y_3 == 120) begin
						x_3 <= 70;
						y_3 <= 0;
					end
					else if(y_4 == 120) begin
						x_4 <= 80;
						y_4 <= 0;
					end 
					bool <= 0;
			  end
			  else if(bool == 4'd5) begin
					bool <= 6;
			  end 
			  else if(bool == 4'd3) begin
					if(x_2 <= 0) begin
						x_2 <= 60;
					 end
					 if(x_3 <= 0) begin
						x_3 <= 70;
						y_3 <= 90;
					 end
					 if(x_4 <= 0) begin
						x_4 <= 80;
						y_4 <= 100;
					 end
					 y_2 <= y_2 + 1;
					 y_3 <= y_3 + 1;
					 y_4 <= y_4 + 1;
					 draw <= 1;
					 bool <= 4;
			  end
			  else if (bool == 4'd2)begin
					x <= x_pos;
					y <= y_pos;
					colour <=3'b111;
					bool <= 9;
			  end
			  else if (bool == 4'd6) begin
					 bool <= 7;
			  end
			  else if (bool == 4'd7) begin
					bool <= 8;
			  end
			  else if (bool == 4'd8) begin
					bool <= 2;
			  end
			  counter <= 28'd0;
			  count <= count + 1;
	    end
		 else begin
		 	counter <= counter + 1;
			 if(clear == 4'd1) begin
					x <= x_2;
					y <= y_2;
					colour <= 1'b000;
					clear <= 2;
			  end
			  else if(clear == 4'd2) begin
					x <= x_3;
					y <= y_3;
					clear <= 3;
			  end
			  else if(clear == 4'd3) begin
					x <= x_4;
					y <= y_4;
					clear <= 0;
			  end
			  if(draw == 4'd1) begin
					x <= x_2;
					y <= y_2;
					colour <= 3'b111;
					draw <= 2;
			  end
			  else if(draw == 4'd2) begin
					x <= x_3;
					y <= y_3;
					colour <= 3'b111;
					draw <= 3;
			  end
			  else if(draw == 4'd3) begin
					x <= x_4;
					y <= y_4;
					colour <= 3'b111;
					draw <= 0;
			  end
	    end
end
endmodule
module hex_decoder(hex_digit, segments);
    input [3:0] hex_digit;
    output reg [6:0] segments;
    always @(*)
        case (hex_digit)
            4'h0: segments = 7'b100_0000;
            4'h1: segments = 7'b111_1001;
            4'h2: segments = 7'b010_0100;
            4'h3: segments = 7'b011_0000;
            4'h4: segments = 7'b001_1001;
            4'h5: segments = 7'b001_0010;
            4'h6: segments = 7'b000_0010;
            4'h7: segments = 7'b111_1000;
            4'h8: segments = 7'b000_0000;
            4'h9: segments = 7'b001_1000;
            4'hA: segments = 7'b000_1000;
            4'hB: segments = 7'b000_0011;
            4'hC: segments = 7'b100_0110;
            4'hD: segments = 7'b010_0001;
            4'hE: segments = 7'b000_0110;
            4'hF: segments = 7'b000_1110;   
            default: segments = 7'h7f;
        endcase
endmodule
module rate_divider(clock, divide_by, out_signal, reset_b);
  reg [27:0] stored_value;
  input reset_b;
  output out_signal;
  input [27:0] divide_by;  
  input clock;
  assign out_signal = (stored_value == 1'b0);
  always @ (posedge clock)
    begin
      if (reset_b == 1'b0) begin
          stored_value <= 0;
	      end
      else if (stored_value == 1'b0)
        begin
          stored_value <= divide_by;
        end
      else
          stored_value <= stored_value - 1'b1;
    end
endmodule
```
**run.sh**
```bash
#!/bin/bash
# OpenROAD 26Q1-2900-gdf79404cd8, Yosys 0.63+post, stock flow scripts
make -C /OpenROAD-flow-scripts/flow DESIGN_CONFIG=/design/flow/config.mk WORK_HOME=/design/flow/orfs finish
```
**config.mk**
```make
export PLATFORM = sky130hd
export DESIGN_NAME = datapath
export DESIGN_NICKNAME = datapath
export VERILOG_FILES = /design/flow/design.v
export SDC_FILE = /design/flow/constraint.sdc
export NUM_CORES = 4
export LEC_CHECK = 1
export CORE_UTILIZATION = 40
```
**constraint.sdc**
```tcl
current_design datapath

set clk_period 4.6
set clk_io_pct 0.2

create_clock -name clk0 -period $clk_period [get_ports {clk}]

set non_clock_inputs [all_inputs -no_clocks]
set_input_delay [expr $clk_period * $clk_io_pct] -clock clk0 $non_clock_inputs
set_output_delay [expr $clk_period * $clk_io_pct] -clock clk0 [all_outputs]
```
==> flow_summary.toml <==
# implementation run metrics
[pwr]
ir_worst_vdd_mv = 0.1413
pwr-share-comb = 0.029
seq_power_share = 0.578
p_switching_mw = 0.3829
p_int_mw = 1.403
leakage_nw = 2.023
clkPwrFrac = 0.393
power_density_mw_per_mm2 = 299.3
sw_frac_of_total = 0.2144

[global_route]
grt_max_degree = 47
overflow = 0
grt_pass1_wl_um = 17530
track_usage = 0.1725
antenna_found_initial = 0
grt_pass1_vias = 3452

[finish]
seq_area_sq_mm = 0.002803
fin_area_sq_mm = 0.005967
finish.utilization = 0.4709
drive_gt1_frac = 0.05587
fillers = 1172
comb_area_sq_mm = 0.002221
syn_to_final_growth_pct = 14.34

[placed_design]
gp_congestion = 0.8449
dp_hpwl_um = 7390
dp_worst_setup_slack_ps = 1621
post_dp_cell_area_sq_mm = 0.005703
port_buffers = 36

[clock_tree]
cts_max_level = 3
clk_pin_slew_worst_paths_ps = 70
cts.sinks = 104
holdBufCountCts = 0
clk_latency_ps = 350
root_buffer = "clkbuf_16"
cts.path.max_buffers = 2
post-cts-setup-buffers = 0
cts_tree = "done"
ctsResizeCount = 0
numCtsBuffers = 9

[synthesis]
ys_seq_frac = 0.5370
synthCells = 506
numSynthFlops = 104
topCellsByArea = "edfxtp_1, dfxtp_1, xnor2_1"
dominantRegCellSynth = "edfxtp_1"
synth_area_sq_mm = 0.005219
ys_cells = 506
postSynthAreaPerCell_sq_um = 10.31
edf_count = 72
netlist-cell-type-count = 52
yosysChipArea_sq_mm = 0.005219
top_cell_area_share = 0.4143
async_reset_ff_frac = 0
ys_warn_count = 1
synth_area_leader_cell = "edfxtp_1"

[worst_setup_path]
cp-end-kind = "flip-flop"
r2r_cells = 5
critPathMaxFanout = 33
critPathLaunch = "counter[10]$_SDFFCE_PP0P_"
cp-start-kind = "flip-flop"
required_ps = 4620
cp_slowest_stage_delay_ps = 590
crit_path_end = "y_3[6]$_SDFFCE_PP0P_"
crit_path_top_delay_cell = "or2_2"
worst_path_dominant_cell_family = "simple AND/OR/NAND/NOR gates"
crit_arrival_ps = 2930
r2r_slack_ps = 1690
crit-reg2reg-capture = "y_3[6]$_SDFFCE_PP0P_"
crit_top_cell = "nor4_1"
path_cells = "nor4_1 > nand3_1 > or2_2 > nor4_1 > o21a_1"
cp_num_buf_inv = 0
worstReg2RegStart = "counter[10]$_SDFFCE_PP0P_"
path_class = "flip-flop to flip-flop"
cp.depth = 5

[run]
tool_warnings = 30
max-cap-violations = 0

[routing]
drc = 0
drt_iter0_markers = 207
wl_um = 10660
first_pass_iters = 4
ant_nets = 0
vias_per_cell = 5.333
antenna_cells = 0
wl_per_cell_um = 15.03
num_vias = 3781

[floorplan]
fp_util = 0.4119
core_area_sq_mm = 0.01267
num_rows = 41
die_w_um = 116.2
dieHeight_um = 116.2
die_area_sq_mm = 0.01351
ios = 39

[outcome]
status = "finished, final reports clean"

[timing]
setup_ws_ps = 1690
worst_slew_pin_slew_ps = 783.9
max_freq_mhz = 343.6
tns_ps = 0
finalClockSkew_ps = 10.27
final_hold_viol_count = 0
slew_headroom = 0.4726
fin_crit_ps = 2910
fin_crit_sh = 0.6327
final-setup-viol-count = 0
drv_slew = 0
rsz0062_at_grt = "no"

[hold_path]
hold_class = "flip-flop to flip-flop"
-- metrics by stage --
stage,total power [mW],instances,hold slack (ps)
after CTS,1.804,709,461.9
after detailed placement,1.104,693,446.6
after floorplan,1.084,507,432.1
after global placement,1.104,693,442.8
final,1.786,709,457.3
after global routing,1.855,709,483.1
-- layout make-up --
type	instances	area share
inverters	19	0.01195
well taps	172	0.03607
flip-flops and latches	104	0.4697
clock buffers	11	0.03900
repair buffers	41	0.06584
multi-input cells	357	0.3722
clock inverters	5	0.005242
-- layout by cell type, fill, tap and decap left out, types with 6 or more instances in the layout --
cell type and instances:
or3_1 10, ha_1 12, nor2_1 48, nand4_1 10, dfxtp_1 32, nor3_1 8, edfxtp_1 72, o31ai_1 8
inv_1 19, and3_1 10, clkbuf_16 9, xnor2_1 23, nand2_1 46, xor2_1 18, nor4_1 13, o21ai_0 19
or4_1 6, nor2b_1 6, nand3_1 25, clkdlybuf4s50_1 35, a21oi_1 33
-- routing by layer --
layer / routed length, um / GRT usage / part of all wire / vias to the layer above
li1: - / - / - / 1905
met1: 5743 / 0.3097 / 0.54 / 1787
met5: 0 / 0 / 0 / -
met4: 134 / 0.02991 / 0.013 / 0
met3: 458 / 0.03541 / 0.043 / 10
met2: 4318 / 0.2280 / 0.41 / 79
-- worst register-to-register path, cell delays in order (launching register included) --
cell	delay [ps]
edfxtp_1	480
nor4_1	360
nand3_1	290
or2_2	590
nor4_1	480
o21a_1	380
-- worst min path at each step --
stage                 from          endpoint  depth (start not counted)
6_report  clear[3]$_DFF_P_  clear[3]$_DFF_P_                          1
4_1_cts   clear[3]$_DFF_P_  clear[3]$_DFF_P_                          1
5_1_grt    bool[9]$_DFF_P_   bool[9]$_DFF_P_                          2
-- power groups by stage --
stage / clock [mW] / sequential, mW / combinational [mW]
finish: 0.702 / 1.03 / 0.0516
global route: 0.761 / 1.04 / 0.0591
CTS: 0.720 / 1.03 / 0.0520
-- flip-flops by register name, summed over array words and instances (netlist names) --
name,cells
combo_result,8
data_result,8
clear,3
colour,1
x_pos,5
draw,3
y,7
count,5
x,5
y_2,7
counter,28
y_3,7
bool,10
y_4,7
-- cells in the mapped netlist (3+ instances only) --
cell type and instances:
nor2b_1 6, nand2b_1 3, and4_1 3, buf_4 5, nand3_1 25, nor3_1 8, nor4_1 13, or3_1 10
o21ai_0 19, clkbuf_1 19, o31ai_1 8, and3b_1 3, o211ai_1 3, or2_2 3, ha_1 12, or4_1 6
nand2_1 46, inv_1 19, dfxtp_1 32, a221o_1 4, and3_1 10, xor2_1 18, a32o_1 4, nor2_1 48
xnor2_1 23, a21o_1 3, nand3b_1 5, a31oi_1 3, nand4_1 10, edfxtp_1 72, a21oi_1 33, o31a_1 3
-- cells by family (layout without fill, tap and decap cells) --
| group | count (synthesis) | in the layout | synth area share |
|---|---|---|---|
| AND-OR/OR-AND | 91 | 91 | 0.1124 |
| buffers and inverters | 46 | 76 | 0.03812 |
| adder cells (fa/ha/maj) | 12 | 12 | 0.02877 |
| other | 1 | 2 | 0.0007186 |
| AND/OR/NAND/NOR | 210 | 210 | 0.2122 |
| flip-flops | 104 | 104 | 0.5370 |
| multiplexers | 1 | 1 | 0.001918 |
| XOR/XNOR | 41 | 41 | 0.06881 |
Power is estimated from default activity; no workload was simulated.
